`flow/design.v`:
```
module divclk
	#(
	parameter N=488)
	(
	input clk,
	input rstn,
	output clk_out,
	o 
	);
	reg [30:0] even_cnt;
	reg   	  even_clk_out;
	always@(posedge clk, negedge rstn)	begin
		if(!rstn)
			even_cnt <= 1'b0;
		else if(even_cnt == (N>>1'b1)-1'b1)
			even_cnt <= 1'b0;
		else
			even_cnt <= even_cnt + 1'b1;
	end
	always@(posedge clk, negedge rstn)	begin
		if(!rstn)
			even_clk_out <= 1'b0;
		else if(even_cnt == (N>>1'b1)-1'b1)
			even_clk_out <= ~even_clk_out;
		else
			even_clk_out <= even_clk_out;
	end
	reg [30:0] odd_cnt;
	reg 	  odd_clk_out1;
	reg	  odd_clk_out2;
	wire 	  odd_clk_out;
	always@(posedge clk, negedge rstn)	begin
		if(!rstn)
			odd_cnt <= 1'b0;
		else if(odd_cnt == N-1'b1)
			odd_cnt <= 1'b0;
		else
			odd_cnt <= odd_cnt + 1'b1;
	end
	always@(posedge clk, negedge rstn)	begin
		if(!rstn)
			odd_clk_out1 <= 1'b0;
		else if(odd_cnt == N>>1'b1 | odd_cnt == 1'b0)
			odd_clk_out1 <= ~odd_clk_out1;
		else
			odd_clk_out1 <= odd_clk_out1;
	end
	always@(negedge clk, negedge rstn)	begin
		if(!rstn)
			odd_clk_out2 <= 1'b0;
		else if(odd_cnt == (N>>1'b1)+1'b1 | odd_cnt == 1'b1)
			odd_clk_out2 <= ~odd_clk_out2;
		else
			odd_clk_out2 <= odd_clk_out2;
	end
	assign odd_clk_out = odd_clk_out1 | odd_clk_out2;
	assign clk_out = (N%2==0) ? even_clk_out : odd_clk_out;
endmodule
```
`flow/run.sh`:
```
#!/bin/bash
# OpenROAD 26Q1-2900-gdf79404cd8, Yosys 0.63+post, stock flow scripts
make -C /OpenROAD-flow-scripts/flow DESIGN_CONFIG=/design/flow/config.mk WORK_HOME=/design/flow/orfs finish
```
`flow/config.mk`:
```
export PLATFORM = sky130hd
export DESIGN_NAME = divclk
export DESIGN_NICKNAME = divclk
export VERILOG_FILES = /design/flow/design.v
export SDC_FILE = /design/flow/constraint.sdc
export NUM_CORES = 4
export LEC_CHECK = 1
export CORE_UTILIZATION = 30
```
`flow/constraint.sdc`:
```
current_design divclk

set clk_period 4.1
set clk_io_pct 0.2

create_clock -name clk0 -period $clk_period [get_ports {clk}]

set non_clock_inputs [all_inputs -no_clocks]
set_input_delay [expr $clk_period * $clk_io_pct] -clock clk0 $non_clock_inputs
set_output_delay [expr $clk_period * $clk_io_pct] -clock clk0 [all_outputs]
```
==> reports/metrics.csv <==
metric,value,unit
status,"finished, final reports clean",
area of the core region,0.004755,mm^2
vias in the first global route,948,
count of input and output buffers,2,
Detailed Route WL,2.446,mm
Root Driver,clkbuf_8,
final tally of setup violations,0,
CP Data Arrival Time,1.08,ns
row count,25,
DRC,0,
Main area contributors,"dfrtp_1 (54%), xnor2_1 (15%), nand3_1 (4.0%)",
Die Wd,72.60,um
DR vias/cell,4.684,
Max Buffers Root-to-Sink,2,
largest net degree at the start of global routing,33,
worst min-delay path category,reg -> reg,
RSZ-0062 raised after global routing,false,
top_reg_cell synth,dfrtp_1,
dpl ws,2.212,ns
maxcap violations,0,
"Reg clk slew, reported paths",0.06,ns
asr flop ratio synth,100.0,%
synth cell count leaders,"dfrtp_1 (32), xnor2_1 (25), nand3_1 (12), nor2_1 (12), nand4_1 (9)",
yosys stat cell total,130,
setup TNS,0,ns
cell type with the largest total area,dfrtp_1,
Crit-path slowest cell,clkdlybuf4s50_1,
global-route wire length before repair,4.422,mm
htree depth,2,
ratio of final minimum period to clock period,46.44,%
"Seq share, synth",53.56,%
final setup skew,0.005128,ns
Power Internal,453.9,uW
ant diodes,0,
Starting DRT DRC Count,74,
post-synthesis cell count,130,
power density cells,332.1,mW/mm^2
chip area,0.005270,mm^2
combinational share of power,1.3,%
Slew @ Worst Pin,0.5623,ns
Setup crit end kind,primary output,
Worst VDD drop,0.1119,mV
Via Count,965,
CP Max Fanout,2,
clock power share,42.2,%
GRT Residual Overflow,0,
post-CTS sizing,0,
total CTS buffers,5,
OpenROAD warnings,25,
HPWL reported at the end of detailed placement,1.668,mm
"CP delay by family, top",buffers and inverters,
worst setup path class,reg -> out,
max incr delay on CP,0.46,ns
Die Y,72.60,um
share of layout cells above drive strength 1,9.353,%
Tmin final,1.904,ns
Initial Utilization,31.45,%
switching fraction of total power,18.85,%
TritonCTS clock tree,done,
insertion delay at the late pin of the worst-skew pair,0.28,ns
antenna-violating nets left,0,
Rel. slew slack,62.31,%
CTS Sinks,32,
Area Growth Syn to Fin,12.64,%
Leakage Power,0.0007726,uW
Post-synth regs,32,
Yosys warning total,2,
final hold viol count,0,
Avg WL per Cell,11.87,um
cell chain of the critical path,clkdlybuf4s50_1,
Net Switching,105.4,uW
final worst slack,2.196,ns
Ports,4,
Flop pwr share,56.5,%
Overall Global Routing Usage,10.66,%
post-CTS setup buffers,0,
post-synthesis area per instance,11.50,um^2
final slew viol count,0,
Synth top cell by count,dfrtp_1,
Mapped Area,0.001495,mm^2
Worst Path Required,3.28,ns
Worst Path Buf+Inv,1,
"Hold-fix buffers, CTS",0,
Top-area cell share,53.56,%
maximum clock frequency,0.5252,GHz
distinct lib cells,24,
"Core Util, Final",35.42,%
Worst setup SP type,flop,
Post-synth EDFFs,0,
yosys stat area,0.001495,mm^2
GP Congestion,0.7653,
initial antenna violation count,0,
Pre-Repair DR Iteration Count,4,
[power groups by stage]
stage | logic, uW | clock network (uW) | registers, uW
after CTS | 7.79 | 245 | 316
after global routing | 9.02 | 259 | 316
final | 7.30 | 236 | 316
[flip-flops by register name (all words and copies together) (netlist names)]
signal,count
even_clk_out,1
even_cnt,31
[final timing paths]
kind	slack, ns	from	cells past startpoint	to
setup / recovery	2.20	even_clk_out$_DFFE_PN0N_	1	clk_out
hold / removal	0.46	even_clk_out$_DFFE_PN0N_	1	even_clk_out$_DFFE_PN0N_
setup reg to reg	2.20	even_cnt[0]$_DFF_PN0_	5	even_clk_out$_DFFE_PN0N_
hold reg to reg	0.46	even_clk_out$_DFFE_PN0N_	1	even_clk_out$_DFFE_PN0N_
max in group asynchronous	2.87	rstn	2	even_cnt[17]$_DFF_PN0_
min in group asynchronous	0.94	rstn	2	even_cnt[0]$_DFF_PN0_
[worst reg2reg max path, delay by kind of cell, from the launching register on]
kind                       cells  cell delay, ns
and+or+nand+nor                3            1.00
DFF                            1            0.39
adders and majority gates      1            0.22
xor gates and xnor gates       1            0.13
[placed cells by master (no fill, tap or decap)]
master and instances:
clkbuf_1 2, nor4b_1 1, xor2_1 5, nor4_4 2, buf_4 1, nand4_1 9, nor3_2 1, nand2_1 6
and4_2 1, nor2_1 12, nand3_1 12, nor3_1 1, nand4_4 1, inv_1 2, conb_1 1, and2_1 3
clkdlybuf4s50_1 2, clkbuf_8 6, nor2b_1 1, xnor2_1 25, and3_1 3, ha_1 1, nor4_1 5, dfrtp_1 32
and4_1 3, nand4_2 1
[metrics by stage]
step | instance area, um^2 | hold slack, ns | instances | total power, uW
after floorplan | 1495 | 0.4204 | 130 | 322.4
after global placement | 1594 | 0.4539 | 198 | 329.4
after detailed placement | 1594 | 0.4577 | 198 | 329.5
after CTS | 1684 | 0.4662 | 206 | 568.6
after global routing | 1684 | 0.4974 | 206 | 583.5
final | 1684 | 0.4611 | 206 | 559.3
[routing by layer]
metal	up-vias	wire length (um)	GRT usage, %
li1	473	-	-
met1	475	1269	17.03
met2	15	1068	15.37
met3	2	84	2.521
met4	0	23	1.743
met5	-	0	0
[cell type report]
cell class / instances / area, um^2
clock buffers: 8 / 90.09
well taps: 67 / 83.83
repair buffers: 3 / 27.53
flip-flops and latches: 32 / 800.8
fillers: 460 / 3070
multi-input cells: 94 / 674.4
inverters: 2 / 7.507
[kinds of logic after synthesis]
logic type | Yosys count | share of synthesized area, %
xor+xnor | 30 | 17.57
fa+ha+maj | 1 | 0.8367
buf+inv | 4 | 1.339
flops | 32 | 53.56
other cells | 1 | 0.2508
simple gates | 62 | 26.44
Power and IR drop assume default switching activity.
